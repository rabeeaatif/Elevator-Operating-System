$ cat ./config.mk
export PLATFORM = sky130hd
export DESIGN_NAME = uart_top
export DESIGN_NICKNAME = uart_top
export VERILOG_FILES = /design/flow/design.v
export SDC_FILE = /design/flow/constraint.sdc
export NUM_CORES = 4
export LEC_CHECK = 1
export CORE_UTILIZATION = 50
$ cat ./constraint.sdc
current_design uart_top

set clk_period 2.6
set clk_io_pct 0.2

create_clock -name clk0 -period $clk_period [get_ports {clk}]

set non_clock_inputs [all_inputs -no_clocks]
set_input_delay [expr $clk_period * $clk_io_pct] -clock clk0 $non_clock_inputs
set_output_delay [expr $clk_period * $clk_io_pct] -clock clk0 [all_outputs]
$ cat ./design.v
module mod_m_counter
#( parameter 	M=65, 	 
				N=8 	  
)
(
	input	clk, 
	input	reset,
	output 	s_tick
);
reg 	[N-1:0] r_reg;
wire 	[N-1:0] r_next ;
always @ ( posedge clk , posedge reset)
begin
	if (reset)
		r_reg <= 0 ;
	else
		r_reg <= r_next;
end
assign r_next = (r_reg == (M-1)) ? 0 : r_reg + 1'b1;
assign s_tick = (r_reg == (M-1)) ?  1'b1 : 1'b0;
endmodule
module rx
(
	input		clk, 
	input		reset,
	input		rx, 
	input		s_tick,
	output reg	rx_done_tick ,
	output wire [7:0] dout
);
parameter DBIT = 8, 	 
SB_TICK = 16; 			 
localparam [1:0]
	idle 	= 2'b00,
	start 	= 2'b01,
	data 	= 2'b10,
	stop 	= 2'b11;
reg [1:0] state_reg, state_next ;
reg [3:0] s_reg , s_next ;
reg [2:0] n_reg , n_next ;
reg [7:0] b_reg , b_next ;
always@(posedge clk , posedge reset )
begin
	if ( reset )
	begin
		state_reg	<= idle ;
		s_reg 		<= 0 ;
		n_reg 		<= 0 ;
		b_reg 		<= 0 ;
	end
	else
	begin
		state_reg 	<= state_next ;
		s_reg 		<= s_next ;
		n_reg 		<= n_next ;
		b_reg 		<= b_next ;
	end
end	
always @(*)
begin
	state_next	= state_reg ;
	s_next 		= s_reg ;
	n_next 		= n_reg ;
	b_next		= b_reg ;
	case ( state_reg )
		idle :
				begin
					if (!rx)
					begin
						state_next = start ;
						rx_done_tick = 1'b0;
						s_next = 0 ;
					end
				end
		start :
				begin
					if (s_tick)
						if (s_reg == 7)
						begin
							state_next = data ;
							s_next = 0 ;
							n_next = 0 ;
						end
					else
						s_next = s_reg + 1'b1 ;
				end		
		data :
				begin
					if (s_tick)
						if (s_reg == 15)
						begin
							s_next = 0 ;
							b_next = {rx , b_reg[7:1]} ;
							if (n_reg == (DBIT-1))
								state_next = stop ;
							else
								n_next = n_reg + 1'b1 ;
						end
					else
						s_next = s_reg + 1'b1 ;
				end		
		stop :
				begin
					if (s_tick)
						if (s_reg == (SB_TICK-1))
						begin
							state_next = idle ;
							rx_done_tick = 1'b1 ;
						end
					else
						s_next = s_reg + 1'b1;
				end
	endcase
end
assign dout = b_reg ;
endmodule
module tx
(
	input 		clk, 
	input 		reset ,
	input 		tx_start, 
	input 		s_tick ,
	input [7:0] din ,
	output reg	tx_done_tick ,
	output wire tx
);
parameter DBIT = 8 , 	 
SB_TICK = 16 ;			 
localparam [1:0]
idle 	= 2'b00,
start 	= 2'b01,
data 	= 2'b10,
stop 	= 2'b11;
reg [1:0]	state_reg , state_next ;
reg [3:0]	s_reg, s_next ;
reg [2:0]	n_reg , n_next ;
reg [7:0]	b_reg , b_next ;
reg 		tx_reg , tx_next ;
reg			s, count;
always @ ( posedge clk , posedge reset )
begin
	if ( reset )
	begin
		state_reg	<= idle ;
		s_reg 		<= 0 ;
		n_reg 		<= 0 ;
		b_reg 		<= 0 ;
		tx_reg 		<= 1'b1 ;
	end
	else
	begin
		state_reg	<= state_next ;
		s_reg 		<= s_next ;
		n_reg 		<= n_next ;
		b_reg 		<= b_next ;
		tx_reg 		<= tx_next ;
	end
end
always @ ( posedge clk , posedge reset )
begin
	if	(reset)
	begin
		s		<=	1'b0;	
		count	<=	1'b0;
	end
	else 
	begin	
		if (tx_start)
		begin
			if(count == 1'b0)
			begin
				s		<=	1'b1;	
				count	<=	1'b1;
			end
			else
				s		<=	1'b0;
		end
		else
		begin
			count	<=	1'b0;
			s		<=	1'b0;
		end
	end
end
always @(*)
begin
	state_next		= state_reg ;
	tx_done_tick	= 1'b0;
	s_next			= s_reg ;
	n_next 			= n_reg ;
	b_next 			= b_reg ;
	tx_next 		= tx_reg ;
	case ( state_reg )
		idle :
				begin
					tx_next = 1'b1 ;
					if (s)
					begin
						state_next = start ;
						s_next = 0 ;
						b_next = din;
					end
				end
		start :
				begin
					tx_next = 1'b0 ;
					if ( s_tick )
						if ( s_reg == 15 )
						begin
							state_next = data ;
							s_next = 0 ;
							n_next = 0 ;
						end
					else
						s_next = s_reg + 1'b1 ;
				end
		data :
				begin
					tx_next = b_reg [0] ;
					if ( s_tick )
						if ( s_reg == 15 )
						begin
							s_next = 0 ;
							b_next = b_reg >> 1 ;
							if (n_reg == (DBIT-1))
								state_next = stop ;
							else
								n_next = n_reg + 1'b1;
						end
						else
							s_next = s_reg + 1'b1 ;
				end
		stop :
				begin
					tx_next = 1'b1 ;
					if ( s_tick )
						if (s_reg == (SB_TICK - 1 ))
						begin
							state_next = idle ;
							tx_done_tick = 1'b1 ;
						end
					else
					s_next = s_reg + 1'b1;
				end
	endcase
end
assign tx = tx_reg ;
endmodule
module tx_rx_controller
(
	input 				clk, 
	input				reset, 
	input		[7:0]	data_to_tx,
	input 				rx_done_tick,
	input		[7:0]	data_received,		 
	output	reg			tx_start,			 
	output	reg	[7:0]	frame_out,			 
	output	reg	[7:0]	data_received_out	 
);
reg [7:0] data_to_tx_last_St;
reg	send_tx_start;
always @ (posedge clk , posedge reset)
begin
	if(reset)
	begin
		data_to_tx_last_St	<=	8'd0;
		frame_out		<=	8'd0;		
		tx_start		<=	1'b0;		
	end
	else
	begin
		if ( (data_to_tx != data_to_tx_last_St))
		begin
			frame_out		<=	data_to_tx; 
			tx_start		<=	1'b1;
			data_to_tx_last_St	<=	data_to_tx;
		end
		else
		begin
			tx_start		<=	1'b0;
			frame_out		<=	frame_out;
			data_to_tx_last_St	<=	data_to_tx;
		end	
	end
end
always @ (posedge clk)
begin
	if (rx_done_tick)
		data_received_out = data_received;	
	else
		data_received_out = data_received_out;  
end
endmodule
module uart_top
#(
parameter	M	=	65,  
			N	=	8
)
(
	input 			clk, 
	input			reset, 
	input	[7:0]	data_to_tx,
	input			rx,
	output			tx,
	output 	[7:0]	data_from_rx
);
wire s_tick , clk40M;
wire [7:0]	din;
wire tx_start;
wire rx_done_tick;
wire [7:0] dout;
wire [7:0] data_received_out;
assign rx_done = rx_done_tick;
assign data_from_rx = data_received_out;
assign	frame_out	=	din;
mod_m_counter #( .M(M), .N(N))
baud_gen_unit
( 
	.clk(clk),  
	.reset(reset), 
	.s_tick(s_tick)
);
rx uart_rx_unit
(
	.clk(clk),  
	.reset(reset), 
	.rx(rx),
	.s_tick(s_tick), 
	.rx_done_tick(rx_done_tick), 
	.dout(dout)
);
tx uart_tx_unit 
(
	.clk(clk),  
	.reset(reset), 
	.tx_start(tx_start), 
	.s_tick(s_tick),
	.din(din),
	.tx_done_tick(tx_done_tick),
	.tx(tx)
);
tx_rx_controller	controller
(
	.clk(clk),  
	.reset(reset),
	.data_to_tx(data_to_tx),
	.rx_done_tick(rx_done_tick),
	.data_received(dout),
	.tx_start(tx_start),
	.frame_out(din),
	.data_received_out(data_received_out)
);
endmodule
$ cat ./run.sh
#!/bin/bash
# OpenROAD 26Q1-2900-gdf79404cd8, Yosys 0.63+post, stock flow scripts
make -C /OpenROAD-flow-scripts/flow DESIGN_CONFIG=/design/flow/config.mk WORK_HOME=/design/flow/orfs finish
==> run summary <==
Result of the run: completed
Endpoint required time on the critical path: 2.82 ns
Flop pwr share: 0.576
Vias in the first global route: 2002
Worst-case headroom to the max-slew limit: 0.680
Part of the power in combinational logic: 0.037
List of most frequent post-synthesis cells: dfrtp_1, mux2_2, o21ai_0
Total congestion overflow: 0
Highest attainable clock frequency: 420 MHz
Average wire per cell in the routed design: 14.4 um
Via total after detailed routing: 2065
Area growth, synth to finish: 14.9%
Violation count after the first detailed-route iteration: 111
Register pins left without a clock: 1
Die boundary height: 83.5 um
Number of port buffers: 19
Count of flip-flops with a built-in enable after synthesis: 8
Cells in synth_stat.txt: 263
OpenROAD warning count: 26
Combined global-route utilization of all metal layers: 0.180
Post-synthesis async set-or-reset flop share: 0.880
Synthesis Warnings: 7
Kind of end point of the critical path: flop
Wire length of the first global-routing pass: 9580 um
RSZ-0062 raised after global routing: false
Cell Pwr Density: 545 nW/um2
Post-Syn Area per Cell: 12.6 um2
Initial Util: 0.519
Detailed Place HPWL: 3730 um
Top cell area share: 0.475
Type of the worst setup path: flop to flop
Library cell used as clock root buffer: clkbuf_8
Die area: 6960 um2
Tally of nets with antenna violations remaining after routing: 0
Number of placement rows: 29
Post-cts resize count: 0
Synth unique cells: 50
Yosys chip area: 3320 um2
Clock slew seen by the registers of the worst setup and hold paths: 0.07 ns
Top cells, area: dfrtp_1, mux2_2, edfxtp_1, ha_1, xnor2_1
Overall routed net length: 5420 um
Main synth FF type: dfrtp_1
Final Power: 2080 uW
Final period utilization: 0.917
Maximum clock insertion buffer count: 2
CTS tree: done
Via/cell ratio: 5.49
Hold-fix buffers at CTS: 0
Antenna diodes: 0
Switching part of the total: 0.218
Endpoints left unconstrained: 9
Netlist area before placement: 3320 um2
Antenna violations before repair: 0
Worst-Margin Slew: 0.478 ns
Final hold viol count: 0
Minimum clock period after layout: 2.38 ns
Cell-internal power: 1620 uW
VDD IR max: 0.000509 V
Max capacitance violation total: 0
Post-route DRC: 0
Post-CTS repair timing setup buffer count: 0
# IOs: 20
Worst path arrival time: 2.60 ns
Filler cell count: 507
Total core area: 6390 um2
Register-to-register setup slack: 0.22 ns
Horizontal extent of the die: 83.5 um
Placer Congestion: 0.877
Power share of the clock group: 0.387
Fraction of layout cells with a size suffix above 1: 0.224
Clk Latency, worst-skew pair: 0.34 ns
Worst Clk Skew: 0.00770 ns
Maximum fanout count along the critical path: 8
Minimum hold slack: 0.373 ns
Dominant cell by count in the synthesized netlist: dfrtp_1
Deepest level of the CTS H-tree: 3
CP startpoint kind: flop
Switching pwr: 452 uW
TritonCTS buffer count: 9
Largest net degree at the start of global routing: 37
Flops & latches, synth: 75
Number of max-slew violations in the final report: 0
Min-delay worst type: flop to flop
Cells after Synth: 263
Pre-antenna DRT Iters: 4
Library cell with the largest summed area after synthesis: dfrtp_1
Final total negative setup slack: 0 ns
Final setup viols: 0
Reported leakage power: 0.00163 uW
[logic make-up (layout without fill, tap and decap cells)]
group           after synthesis  in the layout  share of synthesized area
compound gates               45             45                     0.0962
flops                        74             74                      0.571
fa+ha+maj                     8              8                     0.0302
latches                       1              1                    0.00453
buf+inv                      19             55                     0.0283
xor+xnor                     14             14                     0.0370
mux                          34             34                      0.114
simple gates                 68             68                      0.118
[power by group through the flow]
| stage | Clock [uW] | Sequential, uW | Combinational [uW] |
|---|---|---|---|
| after CTS | 834 | 1200 | 79.9 |
| after global routing | 885 | 1200 | 87.6 |
| final | 803 | 1200 | 76.7 |
[placed cells by master (no fill, tap or decap), drive strengths merged, types with 3 or more instances in the layout]
| cell | instances |
|---|---|
| o31ai | 8 |
| nor2 | 8 |
| clkbuf | 12 |
| a21o | 3 |
| clkdlybuf4s50 | 19 |
| xor2 | 3 |
| mux2i | 3 |
| buf | 8 |
| mux2 | 31 |
| xnor2 | 11 |
| nor3 | 5 |
| inv | 12 |
| edfxtp | 8 |
| nand4 | 5 |
| and3 | 4 |
| or3 | 4 |
| dfrtp | 63 |
| and2 | 3 |
| dfstp | 3 |
| ha | 8 |
| nand3 | 9 |
| nand2 | 15 |
| o21ai | 18 |
| clkinvlp | 3 |
[layer usage]
metal	vias up	part of all wire	global-route usage
li1	1013	-	-
met4	0	0.0085	0.0154
met2	46	0.43	0.253
met1	1002	0.51	0.316
met3	4	0.048	0.0492
met5	-	0	0
[layout make-up]
type,instances,area [um2],share of cell area
Sequential cell,75,1910,0.501
Multi-Input combinational cell,169,1310,0.344
Timing Repair Buffer,27,263,0.0690
Clock buffer,12,155,0.0407
Tap cell,77,96.3,0.0253
Inverter,12,45.0,0.0118
Clock inverter,4,27.5,0.00722
[worst max-delay path, stage by stage (launching register included)]
cell and delay [ns]:
dfrtp_1 0.42, inv_1 0.07, ha_1 0.15, nand4bb_1 0.24, or3_4 0.49, a2111oi_4 0.34
buf_4 0.22, mux2_2 0.34
[final timing paths]
kind	start	end	cells after the start
setup / recovery	baud_gen_unit.r_reg[0]	uart_tx_unit.b_reg[1]	7
hold / removal	controller.tx_start	uart_tx_unit.count	0
setup reg to reg	baud_gen_unit.r_reg[0]	uart_tx_unit.b_reg[1]	7
hold reg to reg	controller.tx_start	uart_tx_unit.count	0
max in group asynchronous	reset	uart_rx_unit.state_reg[0]	3
min in group asynchronous	reset	controller.data_to_tx_last_St[2]	2
[metrics by stage]
| stage | setup slack (ns) | cell area (um2) | util | instances |
|---|---|---|---|---|
| floorplan | 0.321 | 3320 | - | 263 |
| global placement | 0.291 | 3630 | 0.568 | 360 |
| detailed placement | 0.235 | 3630 | 0.568 | 360 |
| CTS | 0.210 | 3810 | 0.597 | 376 |
| global route | 0.0611 | 3810 | 0.597 | 376 |
| finish | 0.216 | 3810 | 0.597 | 376 |
Power and IR drop assume default switching activity.
